==> /design/flow/design.v <==
`timescale 1ns / 1ps
module display ( 
    input logic clk, n_rst, 
    input logic write_ready, rollover_flag,
    input logic [31:0] writeback,
    output logic shift_strobe, 
    output logic [3:0] display_char,
    output logic [7:0] ssd_en
);
typedef enum logic [4:0] {INIT, FIRST, SECOND, THIRD, FOURTH, FIFTH, SIXTH, SEVENTH, EIGHTH} state_t;
state_t state, next;
logic n_shift_strobe;
logic [3:0] n_display_char;
logic [7:0] n_ssd_en;
    always_ff @(posedge clk, negedge n_rst) begin
        if(!n_rst) begin
            state <= INIT;
            shift_strobe <= 0;
            display_char <= 4'b0;
            ssd_en <= 8'b0;
        end
        else begin
            state <= next;
            shift_strobe <= n_shift_strobe;
            display_char <= n_display_char;
            ssd_en <= n_ssd_en;
        end
    end
    always_comb begin   
        n_shift_strobe = 0;
        n_display_char = 4'b0;
        n_ssd_en = 8'b0;
        next = state;
        case(state)
        default: begin
            n_shift_strobe = 0;
            n_display_char = 4'b0;
            n_ssd_en = 8'b0;
        end
        INIT: begin  
            n_ssd_en = 8'b0;
            n_display_char = 4'b0;
            n_shift_strobe = 0; 
            if(write_ready) 
                next = FIRST;
        end
        FIRST: begin
            n_ssd_en = 8'b1 << 7;
            n_display_char = writeback[31:28];
            next = SECOND;
        end
        SECOND: begin
            n_ssd_en = 8'b1 << 6;
            n_display_char = writeback[27:24];
            next = THIRD;
        end
        THIRD: begin
            n_ssd_en = 8'b1 << 5;
            n_display_char = writeback[23:20];
            next = FOURTH;
        end
        FOURTH: begin
            n_ssd_en = 8'b1 << 4;
            n_display_char = writeback[19:16];
            next = FIFTH;
        end
        FIFTH: begin
            n_ssd_en = 8'b1 << 3;
            n_display_char = writeback[15:12];
            next = SIXTH;
        end
        SIXTH: begin
            n_ssd_en = 8'b1 << 2;
            n_display_char = writeback[11:8];
            next = SEVENTH;
        end
        SEVENTH: begin
            n_ssd_en = 8'b1 << 1;
            n_display_char = writeback[7:4];
            next = EIGHTH;
        end
        EIGHTH: begin
            n_ssd_en = 8'b1;
            n_display_char = writeback[3:0];
            n_shift_strobe = 1'b1;
            if(rollover_flag) 
                next = INIT;
            else
                next = FIRST;
        end
        endcase
    end
endmodule
`timescale 1ns/1ps
module Display_Controller (
    input logic clk, n_rst,
    input logic [31:0] writeback,
    input logic write_ready,
    output logic [7:0] SSEG_AN, SSEG_CA
);
logic rollover_flag, shift_strobe;
flex_counter Display_Count ( .clk(clk), .n_rst(n_rst),
    .clear(0),
    .count_enable(shift_strobe),
    .rollover_val(4'd10),  
    .rollover_flag(rollover_flag),
    .count_out() 
);
logic [3:0] display_char;
display Display_Logic ( .clk(clk), .n_rst(n_rst),
    .write_ready(write_ready),
    .rollover_flag(rollover_flag),
    .writeback(writeback),
    .shift_strobe(shift_strobe),
    .display_char(display_char),
    .ssd_en(SSEG_AN)
);
display_decoder decode (
    .in(display_char),
    .out(SSEG_CA)
);
endmodule
`timescale 1ns / 1ps
module display_decoder (
    input logic [3:0] in,
    output logic [7:0] out
);
always_comb begin
    case(in)
    4'h0: out = 8'b11111100;
    4'h1: out = 8'b01100000;
    4'h2: out = 8'b11011010;
    4'h3: out = 8'b11110010;
    4'h4: out = 8'b01100110;
    4'h5: out = 8'b10110110;
    4'h6: out = 8'b10111110;
    4'h7: out = 8'b11100000;
    4'h8: out = 8'b11111110;
    4'h9: out = 8'b11110110;
    4'ha: out = 8'b11101110;
    4'hb: out = 8'b00111110;
    4'hc: out = 8'b10011100;
    4'hd: out = 8'b01111010;
    4'he: out = 8'b10011110;
    4'hf: out = 8'b10001110;
    default: out = 0;  
    endcase
end
endmodule
`timescale 1ns / 10ps
module flex_counter #(
    parameter SIZE = 4
)(
    input logic clk, n_rst, clear, count_enable,
    input logic [SIZE - 1:0] rollover_val,
    output logic rollover_flag,
    output logic [SIZE - 1:0] count_out
);
logic [SIZE - 1:0] next_count; 
logic register_flag;
always_ff @(posedge clk, negedge n_rst) begin
    if(n_rst == 1'b0) begin
        count_out <= 4'b0;  
        rollover_flag <= 0;
    end
    else begin
        rollover_flag <= register_flag;  
        count_out <= next_count;  
    end
end
always_comb begin
    next_count = count_out;
    if(clear) begin  
        next_count = 4'b0; 
    end
    else begin  
        if (count_enable) begin
            if (count_out >= rollover_val) begin  
                next_count = 4'b0001;
            end else begin
                next_count += 4'b0001;  
            end
        end
        else begin
            next_count = next_count;  
        end
    end
end
always_comb begin   
    if(next_count >= rollover_val) begin  
        register_flag = 1'b1;  
    end
    else begin
        register_flag = 1'b0;
    end 
end
endmodule
`timescale 1ns/1ps
module gpio(
    input logic clk, n_rst,
    input logic write_ready,
    input logic [31:0] writeback,
    output logic [7:0] SSEG_AN, SSEG_CA
);
Display_Controller SSEG ( .clk(clk), .n_rst(n_rst),
    .writeback(writeback),
    .write_ready(write_ready),
    .SSEG_AN(SSEG_AN),
    .SSEG_CA(SSEG_CA)
);
endmodule
==> /design/flow/run.sh <==
#!/bin/bash
# OpenROAD 26Q1-2900-gdf79404cd8, Yosys 0.63+post, stock flow scripts
make -C /OpenROAD-flow-scripts/flow DESIGN_CONFIG=/design/flow/config.mk WORK_HOME=/design/flow/orfs finish
==> /design/flow/config.mk <==
export PLATFORM = sky130hd
export DESIGN_NAME = gpio
export DESIGN_NICKNAME = gpio
export VERILOG_FILES = /design/flow/design.v
export SDC_FILE = /design/flow/constraint.sdc
export NUM_CORES = 4
export LEC_CHECK = 1
export CORE_AREA = 10 10 92 92
export DIE_AREA = 0 0 102 102
==> /design/flow/constraint.sdc <==
current_design gpio

set clk_period 2.4
set clk_io_pct 0.2

create_clock -name clk0 -period $clk_period [get_ports {clk}]

set non_clock_inputs [all_inputs -no_clocks]
set_input_delay [expr $clk_period * $clk_io_pct] -clock clk0 $non_clock_inputs
set_output_delay [expr $clk_period * $clk_io_pct] -clock clk0 [all_outputs]
==> ci_impl_report.md <==
## PnR job results

| Metric | Value |
|---|---|
| Status | `completed` |
| Crit-path cells | `buf_4, ha_4, nand2_1, nor2_1, a221oi_2, clkdlybuf4s50_1` |
| Maximum resistive drop on vdd | `0.000554 V` |
| Number of cell instances after yosys synthesis | `119` |
| Number of vias after detailed routing | `1,075` |
| Unrepaired setup endpoints after global routing | `no` |
| Footprint of the multi-input gates | `563 µm²` |
| Cell count after placement | `234` |
| Post-synthesis cell type with the largest combined area | `sky130_fd_sc_hd__dfrtp_1` |
| Wire length of the first global-routing pass | `5.89 mm` |
| Number of enable flip-flop cells | `0` |
| Async SR Flop Fraction | `100%` |
| Worst reg2reg startpoint | `SSEG.Display_Count.count_out[0]$_DFF_PN0_` |
| DRC violation count after routing | `0` |
| Area of the core | `6460 µm²` |
| Count of fill cells added during filler insertion | `644` |
| Area of placed instances | `1840 µm²` |
| Number of hold-slack violations in the final timing report | `0` |
| Combined flip-flop and latch cell area | `677 µm²` |
| Detailed Route Iter0 Violations | `24` |
| Startpoint of the most critical setup path | `SSEG.Display_Logic.display_char[1]$_DFF_PN0_` |
| Sink Count | `27` |
| Synthesized area per cell | `10.9 µm²` |
| H-tree level count | `1` |
| Worst min-delay path class | `flip-flop to flip-flop` |
| HPWL after detailed placement | `2.83 mm` |
| Via density | `4.44` |
| Clock slew seen by the registers of the worst setup and hold paths | `90 ps` |
| Worst Reg2Reg Path Length in Cells | `5` |
| IO Pins | `51` |
| Number of setup violations in the final report | `0` |
| Count of hold-fix buffers inserted at cts | `0` |
| Register bit count reported by yosys | `27` |
| Distinct cell type count of the synthesized netlist | `32` |
| Port buffer count | `49` |
| Most used cells in the layout excluding fill and tap cells | `sky130_fd_sc_hd__clkdlybuf4s50_1 (44), sky130_fd_sc_hd__dfrtp_1 (26), sky130_fd_sc_hd__a22oi_1 (17)` |
| Instance tally after logic synthesis | `119` |
| Crit path max-delay cell type | `sky130_fd_sc_hd__clkdlybuf4s50_1` |
| Tmin final | `2280 ps` |
| Crit start category | `flip-flop` |
| Crit path depth | `6` |
| Die span in x | `102 µm` |
| Share of the yosys chip area belonging to registers | `52.1%` |
| Gr usage total | `7.13%` |
| Critical setup path kind | `flip-flop to output pin` |
| Floorplan utilization | `20.1%` |
| Non-filler cells, final | `242` |
| Period Utilization, post-route | `95.0%` |
| Setup skew after layout | `2.70 ps` |
| Average wire per cell in the routed design | `15.9 µm` |
| Data arrival time at the worst-slack endpoint | `1800 ps` |
| Dominant logic cell type in the layout | `sky130_fd_sc_hd__clkdlybuf4s50_1` |
| Clock tree root driver cell | `sky130_fd_sc_hd__clkbuf_8` |
| Top cells by area | `sky130_fd_sc_hd__dfrtp_1 (50%), sky130_fd_sc_hd__a22oi_1 (9.8%), sky130_fd_sc_hd__ha_1 (8.7%)` |
| Leakage | `0.834 nW` |
| Highest cell delay on the worst timing path | `500 ps` |
| Worst Path Buf+Inv | `2` |
| R2R Setup Slk | `990 ps` |
| Die Footprint | `10,400 µm²` |
| Most common reg cell | `sky130_fd_sc_hd__dfrtp_1` |
| Maximum clock path buffer count | `2` |
| Height of the chip | `102 µm` |
| Placement Rows | `29` |
| Antenna violation net count after detailed routing | `0` |
| Number of max-capacitance violations reported | `0` |
| Final instance area | `1950 µm²` |
| Fraction of layout instances using a drive strength above 1 | `12.1%` |
| OpenROAD warning count | `32` |
| Max-slew violation count | `0` |
| Reg-to-Reg End | `SSEG.Display_Count.count_out[0]$_DFF_PN0_` |
| Maximum number of pins on one net before global-route repair | `28` |
| Power Dens Cells | `1070 nW/µm²` |
| Crit-path leading delay family | `buffers and inverters` |
| Fin Setup TNS | `0 ps` |
| Grt total ovfl | `0` |
| Via count of the first global-routing pass | `1,105` |
| Weighted congestion at the end of routability-driven global placement | `0.839` |
| YS warnings | `4` |
| Number of buffers inserted during clock tree synthesis | `3` |
| Ant diodes | `0` |
| Achievable Freq | `439 MHz` |
| Hold slack | `466 ps` |
| Post-synthesis chip area from yosys | `1300 µm²` |
| Critical path capture point | `SSEG_CA[7]` |
| Top cell type's share of synthesized area | `50.1%` |
| Latency at later pin | `270 ps` |
| Detailed Routing Iterations Pass 1 | `4` |
| Worst Path Required | `1920 ps` |
| TritonCTS clock tree | `done` |
| Kind of capture point of the worst setup path | `output pin` |
| Routed wire length | `3.85 mm` |
| Layout Area Growth over Synthesis | `50.3%` |
| Synthesized area | `1300 µm²` |
| Critical Path Fanout Max | `3` |
| Antenna violations before repair | `0` |
cell type report:
class                      instances  area share [%]
sequential                        27            34.7
multi-input combinational         72            28.8
timing repair buffer              54            27.5
tap                               77            4.94
clock buffer                       3            2.12
inverter                           8            1.54
clock inverter                     1           0.385
registers in the layout, indices dropped and copies added, names as in the netlist:
register / cells
SSEG.Display_Count.count_out: 4
SSEG.Display_Count.rollover_flag: 1
SSEG.Display_Logic.display_char: 4
SSEG.Display_Logic.shift_strobe: 1
SSEG.Display_Logic.ssd_en: 8
SSEG.Display_Logic.state: 9
synth_stat cells (all sizes together), types with 2 or more instances:
master,instances
a22oi,17
clkbuf,8
nand4,5
inv,8
nor2,3
nand2,7
nor2b,2
o21ai,7
ha,9
a21oi,4
mux2i,2
buf,4
dfrtp,26
kinds of logic (layout without fill, tap and decap cells):
group / after synthesis / count (layout) / share of synthesized area (%)
xor gates and xnor gates: 1 / 1 / 0.674
adders and majority gates: 9 / 9 / 8.67
other: 1 / 1 / 0.289
buffers and inverters: 20 / 66 / 6.36
muxes: 4 / 4 / 4.43
AOI/OAI and AO/OA: 35 / 35 / 18.7
and+or+nand+nor: 22 / 22 / 8.77
DFF: 27 / 27 / 52.1
report_power, final:
part / switching [mW] / internal, mW
logic: 0.341 / 0.595
registers: 0.264 / 0.628
clock network: 0.142 / 0.118
total: 0.747 / 1.34
how the worst min path moves through the flow:
stage / start / depth (start not counted) / slack, ps / endpoint
global route: SSEG.Display_Count.rollover_flag$_DFF_PN0_ / 1 / 500 / SSEG.Display_Logic.state[5]$_DFF_PN0_
CTS: SSEG.Display_Count.rollover_flag$_DFF_PN0_ / 1 / 470 / SSEG.Display_Logic.state[5]$_DFF_PN0_
finish: SSEG.Display_Count.rollover_flag$_DFF_PN0_ / 1 / 470 / SSEG.Display_Logic.state[5]$_DFF_PN0_
layer usage:
metal | track usage, % | share of wire, % | vias up
met5 | 0 | 0 | -
met4 | 0.108 | 0.13 | 0
met3 | 2.45 | 10 | 2
met2 | 11.9 | 44 | 47
met1 | 9.34 | 45 | 511
li1 | - | - | 515
through the flow:
stage	power (mW)	setup slack, ps	utilization [%]
CTS	2.11	44.8	30.0
global route	2.28	17.7	30.2
detailed placement	1.79	145	28.5
floorplan	1.30	683	-
global placement	1.79	157	28.5
finish	2.09	120	30.2
what timing repair did:
item | 4_1_cts | 5_1_grt
buffers inserted | 4 | 0
pin swaps | 0 | 2
setup endpoints to repair | 1 | 4
gates resized | 9 | 4
Power is estimated from default activity; no workload was simulated.
